==> flow/design.v <==
module bit_selector(
    input  wire       clk,
    input  wire       arst_n,
    input  wire       baud_tick,    
    input  wire       start_tx,     
    output reg  [3:0] bit_cnt,      
    output reg        busy,         
    output reg        done          
);
    always @(posedge clk or negedge arst_n) begin
        if (!arst_n) begin
            bit_cnt <= 0;
            busy    <= 0;
            done    <= 0;
        end 
        else if (start_tx && !busy) begin
            busy    <= 1;
            done    <= 0;
            bit_cnt <= 0;
        end 
        else if (baud_tick && busy) begin
            if (bit_cnt == 9) begin    
                busy    <= 0;
                done    <= 1;    
                bit_cnt <= 0;
            end else begin
                bit_cnt <= bit_cnt + 1;
                busy    <= 1;
                done    <= 0;
            end
        end 
        else begin
            done <= 0;  
        end
    end
endmodule
==> flow/run.sh <==
#!/bin/bash
# OpenROAD 26Q1-2900-gdf79404cd8, Yosys 0.63+post, stock flow scripts
make -C /OpenROAD-flow-scripts/flow DESIGN_CONFIG=/design/flow/config.mk WORK_HOME=/design/flow/orfs finish
==> flow/config.mk <==
export PLATFORM = sky130hd
export DESIGN_NAME = bit_selector
export DESIGN_NICKNAME = bit_selector
export VERILOG_FILES = /design/flow/design.v
export SDC_FILE = /design/flow/constraint.sdc
export NUM_CORES = 4
export LEC_CHECK = 1
export CORE_AREA = 10 10 70 70
export DIE_AREA = 0 0 80 80
==> flow/constraint.sdc <==
current_design bit_selector

set clk_period 1.1
set clk_io_pct 0.2

create_clock -name clk0 -period $clk_period [get_ports {clk}]

set non_clock_inputs [all_inputs -no_clocks]
set_input_delay [expr $clk_period * $clk_io_pct] -clock clk0 $non_clock_inputs
set_output_delay [expr $clk_period * $clk_io_pct] -clock clk0 [all_outputs]
==> insert_results.sql <==
-- metrics for the results database
INSERT INTO impl_metrics (metric_group, metric, value, unit) VALUES
('drt', 'postRouteWirelength', '832', 'um'),
('critical_path', 'worst_ep_required_time', '880', 'ps'),
('critical_path', 'critPathMaxStageDelay', '350', 'ps'),
('synthesis', 'enable_flop_cells', '0', ''),
('timing', 'setup_repair_after_global_routing_missed_its_margin', 'false', ''),
('timing', 'period_needed', '1057', 'ps'),
('clocking', 'clk_pin_slew_worst_paths', '50', 'ps'),
('drt', 'top_layer_used_by_detailed_routing', 'met4', ''),
('clocking', 'cts.path.max_buffers', '2', ''),
('critical_path', 'criticalPathCategory', 'flop to output port', ''),
('global_routing', 'globalRoute.totalOverflow', '0', ''),
('synthesis', 'synth_cells', '35', ''),
('synthesis', 'synth.yosys.num_cells', '35', ''),
('die', 'design.core.area', '3416', 'um^2'),
('clocking', 'tritoncts_clock_tree', 'yes', ''),
('placement', 'port-buffer-count', '9', ''),
('cells_and_area', 'finalCoreUtilization', '15.31', '%'),
('critical_path', 'cpLargestDelayFamily', 'flip-flops', ''),
('placement', 'gp_congestion', '0.7142', ''),
('synthesis', 'ys_top_cells_by_count', 'sky130_fd_sc_hd__dfrtp_1 (6), sky130_fd_sc_hd__a21oi_1 (3), sky130_fd_sc_hd__buf_6 (3), sky130_fd_sc_hd__nand3_1 (3), sky130_fd_sc_hd__nor2_1 (3)', ''),
('synthesis', 'synthDistinctLibCells', '20', ''),
('job', 'drv_cap', '0', ''),
('die', 'chip_area', '6400', 'um^2'),
('timing', 'finalSetupViolCount', '0', ''),
('timing', 'fin_worst_skew', '6.073', 'ps'),
('pwr', 'worst_ir_drop_vdd', '0.4849', 'mV'),
('drt', 'antennaDiodeCount', '0', ''),
('timing', 'layout_setup_ws', '43.10', 'ps'),
('worst_hold_path', 'min-delay-path-class', 'primary input to asynchronous set/reset pin', ''),
('drt', 'antenna_violating_nets_post_route', '0', ''),
('pwr', 'cellLeakagePower', '0.2185', 'nW'),
('global_routing', 'global_route_wire_length_before_repair', '1.283', 'mm'),
('die', 'placement_rows', '21', ''),
('synthesis', 'yosysTopAreaCellShare', '44.61', '%'),
('global_routing', 'grt_pass1_vias', '287', ''),
('clocking', 'clock_sink_count', '6', ''),
('placement', 'preCtsSetupSlack', '-319.9', 'ps'),
('synthesis', 'seq_area_frac_synth', '44.61', '%'),
('die', 'floorplanUtilization', '9.853', '%'),
('synthesis', 'synthMostInstantiatedCell', 'sky130_fd_sc_hd__dfrtp_1', ''),
('timing', 'finalCritPeriodShare', '96.08', '%'),
('clocking', 'htree_levels', '1', ''),
('synthesis', 'largest_area_cell', 'sky130_fd_sc_hd__dfrtp_1', ''),
('synthesis', 'yosysChipArea', '336.6', 'um^2'),
('timing', 'maxClockFrequency', '0.9462', 'GHz'),
('die', 'die_h', '80', 'um'),
('global_routing', 'initial_antenna_violation_count', '0', ''),
('drt', 'dr_wl_met3', '21', 'um'),
('cells_and_area', 'drive_above_1_share', '26.53', '%'),
('clocking', 'insertion_delay', '240', 'ps'),
('drt', 'wirelength_met1', '370', 'um'),
('synthesis', 'async_reset_ff_share', '100.0', '%'),
('timing', 'timing_max_transition_violations_final', '0', ''),
('timing', 'relSlewSlack', '79.44', '%'),
('drt', 'detail_route.iter0.violations', '13', ''),
('global_routing', 'grt_util_all_layers', '2.420', '%'),
('timing', 'timing_worst_slew_pin_value', '308.4', 'ps'),
('die', 'boundaryPins', '10', ''),
('synthesis', 'synth.area.top_cells', 'sky130_fd_sc_hd__dfrtp_1 (45%), sky130_fd_sc_hd__buf_6 (10%), sky130_fd_sc_hd__a21oi_1 (4.5%)', ''),
('drt', 'dr_wl_met2', '413', 'um'),
('critical_path', 'worst-path-max-fanout', '1', ''),
('drt', 'post-route-drc-count', '0', ''),
('synthesis', 'syn_avg_cell_area', '9.616', 'um^2'),
('job', 'tool_warnings', '25', ''),
('synthesis', 'postSynthRegisterBits', '6', ''),
('run_status', 'outcome', 'finished, final reports clean', ''),
('drt', 'viasPerCell', '3.232', ''),
('timing', 'report.final.hold_viol_count', '0', ''),
('critical_path', 'critical_path.endpoint_type', 'output port', ''),
('die', 'floorplan.die.width', '80', 'um'),
('synthesis', 'ff_type', 'sky130_fd_sc_hd__dfrtp_1', '');
kinds of logic (layout without fill, tap and decap cells):
| logic type | after synthesis | count (layout) | share of synthesized area, % |
|---|---|---|---|
| AOI/OAI and AO/OA | 10 | 10 | 19.33 |
| xor gates and xnor gates | 1 | 1 | 2.603 |
| buffers and inverters | 6 | 20 | 13.75 |
| DFF | 6 | 6 | 44.61 |
| and+or+nand+nor | 12 | 12 | 19.70 |
through the flow:
step                setup TNS [ps]  cell area, um^2  hold slack (ps)  instances
global route                     0            523.0            235.1         95
floorplan                        0            336.6           -75.59         35
global placement             -1317            483.0            475.6         91
detailed placement           -1434            483.0            483.3         91
CTS                              0            526.8            220.1         97
finish                           0            523.0            216.8         95
routing by layer:
layer,global-route usage [%],vias to the layer above
li1,-,152
met1,3.100,139
met2,3.852,14
met3,0.2273,2
met4,1.408,0
met5,0,-
worst reg2reg max path, stage by stage, from the launching register on:
cell and delay, ps:
sky130_fd_sc_hd__dfrtp_1 370, sky130_fd_sc_hd__buf_4 150, sky130_fd_sc_hd__a211o_1 280, sky130_fd_sc_hd__a31oi_1 170
final cells by class:
| type | instances | area, um^2 |
|---|---|---|
| tap | 46 | 57.56 |
| multi-input combinational | 23 | 152.6 |
| timing repair buffer | 15 | 132.6 |
| sequential | 6 | 150.1 |
| clock buffer | 3 | 22.52 |
| fill | 398 | 2893 |
| inverter | 2 | 7.507 |
state kept, by name (all words and copies together), names as in the netlist:
register / count
bit_cnt: 4
busy: 1
done: 1
power by group:
part | switching (mW) | internal, mW | total, mW | leakage [nW]
registers | 0.0367 | 0.304 | 0.340 | 0.0709
logic | 0.289 | 0.337 | 0.625 | 0.134
clock network | 0.0732 | 0.123 | 0.196 | 0.0138
worst paths after layout:
path	cells after the start	end	slack [ps]
worst min-delay path	1	done	220
worst max-delay path	1	done	40
worst min register to register	2	bit_cnt[1]	640
max in group asynchronous	1	bit_cnt[2]	670
worst max register to register	3	bit_cnt[1]	50
min in group clk0	3	done	540
cell usage in the layout, fill, tap and decap left out:
master,n
sky130_fd_sc_hd__dfrtp_1,6
sky130_fd_sc_hd__buf_4,6
sky130_fd_sc_hd__clkdlybuf4s15_1,5
sky130_fd_sc_hd__nand3_1,3
sky130_fd_sc_hd__a21oi_1,3
sky130_fd_sc_hd__clkbuf_4,3
sky130_fd_sc_hd__nor2_1,2
sky130_fd_sc_hd__nand2_1,2
sky130_fd_sc_hd__clkdlybuf4s50_1,2
sky130_fd_sc_hd__dlygate4sd2_1,2
sky130_fd_sc_hd__nand2b_1,1
sky130_fd_sc_hd__nand4b_1,1
sky130_fd_sc_hd__inv_2,1
sky130_fd_sc_hd__inv_1,1
sky130_fd_sc_hd__o21ai_1,1
sky130_fd_sc_hd__o21a_1,1
sky130_fd_sc_hd__o22ai_1,1
sky130_fd_sc_hd__nor2_4,1
sky130_fd_sc_hd__xor2_1,1
sky130_fd_sc_hd__a22o_1,1
sky130_fd_sc_hd__nand4_1,1
sky130_fd_sc_hd__a211oi_2,1
sky130_fd_sc_hd__nand2_4,1
sky130_fd_sc_hd__a211o_1,1
sky130_fd_sc_hd__a31oi_1,1
what timing repair did:
action,CTS,global route
pin swaps,0,2
endpoints found under the setup margin,8,9
hold buffers,0,0
resized,10,8
buffers inserted,3,0
Power and IR drop assume default switching activity.
