[flow/run.sh]
#!/bin/bash
# OpenROAD 26Q1-2900-gdf79404cd8, Yosys 0.63+post, stock flow scripts
make -C /OpenROAD-flow-scripts/flow DESIGN_CONFIG=/design/flow/config.mk WORK_HOME=/design/flow/orfs finish
[flow/config.mk]
export PLATFORM = sky130hd
export DESIGN_NAME = baud_counter
export DESIGN_NICKNAME = baud_counter
export VERILOG_FILES = /design/flow/design.v
export SDC_FILE = /design/flow/constraint.sdc
export NUM_CORES = 4
export LEC_CHECK = 1
export CORE_AREA = 10 10 87 87
export DIE_AREA = 0 0 97 97
[flow/constraint.sdc]
current_design baud_counter

set clk_period 3.9
set clk_io_pct 0.2

create_clock -name clk0 -period $clk_period [get_ports {clk}]

set non_clock_inputs [all_inputs -no_clocks]
set_input_delay [expr $clk_period * $clk_io_pct] -clock clk0 $non_clock_inputs
set_output_delay [expr $clk_period * $clk_io_pct] -clock clk0 [all_outputs]
[flow/design.v]
module baud_counter#(
    parameter BAUD_DIV=10416,
    parameter MID_POINT=10416/2
)(
    input wire clk,
    input wire arst_n,
    input wire en,
    input wire restart,
    output reg tick
);
    reg [15:0] counter;
    always @(posedge clk or negedge arst_n) begin
        if (!arst_n) begin
            counter <= BAUD_DIV - 1;
        end else if (restart) begin
            counter <= BAUD_DIV - 1;
        end else if (en) begin
            counter <= (counter == 16'd0) ? BAUD_DIV - 1 : counter - 1;
        end
    end
    always @(*) begin
        tick = (counter == MID_POINT);
    end
endmodule
==> reports/notes.md <==
### Run status
• **run status** finished, final reports clean

### Die
• **die extent in x** 97 µm
• **boundary pin count** 5
• **die outline height** 97 µm
• **Placement Rows** 27
• **chip area** 9410 µm²
• **core footprint** 5640 µm²
• **starting density of the core** 16.1%

### Clock network
• **Post-CTS Hold Fix Bufs** 0
• **CTS sink count** 16
• **clock latency at the later pin of the worst-skew pair** 0.25 ns
• **cts bufs inserted** 3
• **number of H-tree levels** 1
• **Root Driver** sky130_fd_sc_hd__clkbuf_8
• **CTS tree** yes
• **Resized cells post-CTS** 0
• **Longest Clk Path Bufs** 2
• **clock-pin slew of the registers on the worst-case setup and hold paths** 0.06 ns
• **buffers inserted during post-CTS setup optimization** 0

### Synth
• **Dominant combinational family** simple AND/OR/NAND/NOR gates
• **area fraction in and, or, nand and nor cells** 30.6%
• **post-synthesis instance area** 907 µm²
• **Yosys warnings** 1
• **# Cells Yosys** 91
• **sequential fraction of the synthesis area** 45.2%
• **number of distinct library cell variants in the gate-level netlist after synthesis** 39
• **register bit count reported by yosys** 16
• **cells after synthesis** 91
• **most instantiated cells after synthesis** 8 x sky130_fd_sc_hd__dfrtp_1, 8 x sky130_fd_sc_hd__dfstp_2, 7 x sky130_fd_sc_hd__a21oi_1, 7 x sky130_fd_sc_hd__nor2_1, 6 x sky130_fd_sc_hd__nand2_1
• **dominant register cell** sky130_fd_sc_hd__dfstp_2
• **Dominant cell area share** 23.2%
• **yosys stat area** 907 µm²
• **leading area contributor after synthesis** sky130_fd_sc_hd__dfstp_2
• **synthesized area divided by synthesized cell count** 9.97 µm²
• **adder and majority cell fraction of the synthesized area** 1.38%
• **post-synthesis mux area share** 0%
• **number of enable-type register cells in the synthesized netlist** 0
• **top post-synthesis cells by area** sky130_fd_sc_hd__dfstp_2 23%, sky130_fd_sc_hd__dfrtp_1 22%, sky130_fd_sc_hd__a21oi_1 3.9%
• **post-synthesis async set-or-reset flop share** 100%
• **compound-gate portion of the synthesized area** 15.6%
• **Post-Synth XOR/XNOR Area** 4.83%

### GRT
• **first-pass GRT wire length** 3230 µm
• **via count of the first global-routing pass** 659
• **largest net degree at the start of global routing** 17
• **all-layer global routing usage** 3.92%
• **residual overflow from global routing** 0
• **initial antenna violation count** 0

### Drt
• **routed length per placed instance** 11.2 µm
• **WL final** 1900 µm
• **n_diodes** 0
• **routed via count divided by cell count** 4.10
• **initial detailed-routing violation count** 35
• **post-detailed-route count of antenna-violating nets** 0
• **vias** 693
• **residual DRC count** 0
• **number of detailed-routing iterations run before antenna repair** 4

### Layout
• **fill cell count** 601
• **fraction of layout cells with a size suffix above 1** 23.7%
• **registers with the highest flip-flop counts** counter x16
• **Top reg by flops** counter
• **growth of design area from synthesis to finish** 19.3%
• **flip-flop count of the largest register, all copies and words added** 16

### STA
• **Post-Route Hold Slack** 0.529 ns
• **fraction of the cycle the final worst path needs** 74.6%
• **RSZ-0062 raised after global routing** false
• **clock period minus final worst setup slack** 2.91 ns
• **Setup TNS Final** 0 ns
• **Final Hold Violating Endpoints** 0
• **final clock skew** 0.00100 ns
• **worst rel slew slack** 51.4%
• **Highest Clock Rate** 344 MHz
• **final max-slew violation count** 0
• **Worst Max-Slew Pin Slew** 0.727 ns
• **final setup violating endpoints** 0

### Power and ir drop
• **Static Leakage** 0.000388 µW
• **register share of total power** 51.3%
• **power share of the combinational group** 6.5%
• **VDD IR-drop max** 0.161 mV
• **net switching power** 75.7 µW
• **Pint** 271 µW
• **relative contribution of the clock network to total power** 42.2%
• **PD cells** 320 nW/µm²
• **switching fraction of total power** 21.8%

### Setup path
• **data arrival time at the worst-slack endpoint** 2.13 ns
• **crit end category** output pin
• **critical path required time** 3.12 ns
• **type of the worst setup path** reg -> out
• **crit path launch type** register
• **CP max FO** 4

### Place
• **total of buffers placed on input and output ports** 4
• **final HPWL from detailed placement** 1340 µm
• **Final GP Congestion** 0.911

### Worst hold path
• **HP Class** reg -> reg

### Job
• **maximum capacitance violations** 0
• **OpenROAD warnings** 25

[cells by family after synthesis]
family	after synthesis
xor+xnor	5
flops	16
buf+inv	5
fa+ha+maj	1
simple gates	42
compound gates	22
[worst max-delay path, cell delays in order (launching register included)]
cell and delay [ns]:
sky130_fd_sc_hd__dfstp_2 0.38, sky130_fd_sc_hd__inv_1 0.05, sky130_fd_sc_hd__ha_1 0.18, sky130_fd_sc_hd__or4b_1 0.48, sky130_fd_sc_hd__nor4_1 0.27, sky130_fd_sc_hd__clkdlybuf4s50_1 0.52
[layout make-up]
type	instances	area, µm²	share of cell area (%)
well taps	72	90.1	8.32
inverters	3	11.3	1.04
multi-input cells	70	475	43.9
clock buffers	4	55.1	5.09
flip-flops and latches	16	410	37.9
repair buffers	4	40.0	3.70
[power by group through the flow]
stage     sequential (µW)  combinational, µW  clock, µW
4_1_cts               178               22.9        152
5_1_grt               179               25.3        158
6_report              178               22.7        146
[path summary, 6_finish.rpt]
| kind | startpoint | slack (ns) | cells after the start | endpoint |
|---|---|---|---|---|
| min in group asynchronous | arst_n | 0.97 | 1 | counter[14] |
| max in group asynchronous | arst_n | 2.48 | 1 | counter[6] |
| worst max-delay path | counter[0] | 0.99 | 5 | tick |
| worst min-delay path | counter[0] | 0.53 | 2 | counter[0] |
| worst min register to register | counter[0] | 0.53 | 2 | counter[0] |
| worst max register to register | counter[0] | 2.01 | 6 | counter[4] |
[placed cells by master (no fill, tap or decap), types with 3 or more instances in the layout]
cell                              synthesis  routed
sky130_fd_sc_hd__a21oi_1                  7       7
sky130_fd_sc_hd__nand3_1                  4       4
sky130_fd_sc_hd__dfrtp_1                  8       8
sky130_fd_sc_hd__or3_1                    4       4
sky130_fd_sc_hd__clkbuf_8                 0       4
sky130_fd_sc_hd__inv_1                    3       3
sky130_fd_sc_hd__xor2_1                   4       4
sky130_fd_sc_hd__a31oi_1                  3       3
sky130_fd_sc_hd__o21ai_0                  4       4
sky130_fd_sc_hd__nor2_1                   7       7
sky130_fd_sc_hd__clkdlybuf4s50_1          0       4
sky130_fd_sc_hd__nand2_1                  6       6
sky130_fd_sc_hd__dfstp_2                  8       8
[metal layers]
metal / track usage (%) / wire [µm]
met5: 0 / 0
met4: 0.225 / 10
met3: 1.79 / 117
met2: 5.21 / 725
met1: 5.84 / 1040
[per-stage QoR]
stage	total power [µW]	instance area, µm²	setup WS [ns]	util [%]	instances
2_1_floorplan	193	907	1.93	-	91
3_3_place_gp	203	1030	1.24	18.2	165
3_5_place_dp	203	1030	1.24	18.2	165
4_1_cts	353	1080	0.985	19.2	169
5_1_grt	362	1080	0.883	19.2	169
6_report	347	1080	0.990	19.2	169
Power is estimated from default activity; no workload was simulated.
