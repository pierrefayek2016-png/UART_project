`design.v`:
```
module fsm(
    input  wire       clk,
    input  wire       arst_n,
    input  wire       rx_en,      
    input  wire       start,      
    input  wire       tick,       
    input  wire       rx_in,      
    output reg        busy,       
    output reg        done,       
    output reg        err,        
    output reg        shift_en,   
    output reg [3:0]  bit_cnt,    
    output reg        restart_counter
);
    localparam IDLE  = 2'b00;
    localparam START = 2'b01;
    localparam DATA  = 2'b10;
    localparam STOP  = 2'b11;
    reg [1:0] state, next_state;
    always @(posedge clk or negedge arst_n) begin
        if (!arst_n) begin
            state   <= IDLE;
            bit_cnt <= 4'd0;
        end else begin
            state <= next_state;
            if (state == DATA && tick)
                bit_cnt <= bit_cnt + 1;
        end
    end
    always @(*) begin
        next_state      = state;
        busy            = 1'b0;
        done            = 1'b0;
        err             = 1'b0;
        shift_en        = 1'b0;
        restart_counter = 1'b0;
        case (state)
            IDLE: begin
                if (rx_en && start) begin
                    next_state = START;
                    restart_counter = 1'b1;
                end
            end
            START: begin
                busy = 1'b1;
                if (tick) begin
                    if (rx_in == 1'b0) begin
                        next_state = DATA;    
                    end else begin
                        err        = 1'b1;    
                        next_state = IDLE;
                    end
                end
            end
            DATA: begin
                busy = 1'b1;
                if (tick) begin
                    shift_en = 1'b1;          
                    if (bit_cnt == 4'd7)      
                        next_state = STOP;
                end
            end
            STOP: begin
                busy = 1'b1;
                if (tick) begin
                    if (rx_in == 1'b1)
                        done = 1'b1;          
                    else
                        err  = 1'b1;          
                    next_state = IDLE;
                end
            end
        endcase
    end
endmodule
```
`run.sh`:
```
#!/bin/bash
# OpenROAD 26Q1-2900-gdf79404cd8, Yosys 0.63+post, stock flow scripts
make -C /OpenROAD-flow-scripts/flow DESIGN_CONFIG=/design/flow/config.mk WORK_HOME=/design/flow/orfs finish
```
`config.mk`:
```
export PLATFORM = sky130hd
export DESIGN_NAME = fsm
export DESIGN_NICKNAME = fsm
export VERILOG_FILES = /design/flow/design.v
export SDC_FILE = /design/flow/constraint.sdc
export NUM_CORES = 4
export LEC_CHECK = 1
export CORE_AREA = 10 10 70 70
export DIE_AREA = 0 0 80 80
```
`constraint.sdc`:
```
current_design fsm

set clk_period 1.5
set clk_io_pct 0.2

create_clock -name clk0 -period $clk_period [get_ports {clk}]

set non_clock_inputs [all_inputs -no_clocks]
set_input_delay [expr $clk_period * $clk_io_pct] -clock clk0 $non_clock_inputs
set_output_delay [expr $clk_period * $clk_io_pct] -clock clk0 [all_outputs]
```
==> results.yml <==
# yosys + openroad results
detailed_routing:
  first_iter_violations: 9
  wire_per_inst_um: 10.0
  drtAntennaViolNets: 0
  wl_um: 1170
  firstDrtPassIters: 4
  via_count: 406
  antennaDiodeCount: 0
  vias_per_cell: 3.47
  drc: 0
clock_network:
  cts.sinks: 8
  cts_tree: "done"
  cts_htree_levels: 1
  clk_pin_slew_worst_paths_ns: 0.06
  insertion_delay_ns: 0.26
  cts_buffers: 3
  root_buffer: "clkbuf_4"
  cts_buffer_depth: 2
global_route:
  grt_usage_pct: 3.66
  first_global_vias: 399
  gr-total-overflow: 0
  grt_start_max_net_pins: 9
  grt_pass1_wl_um: 1860
  antenna_found_initial: 0
pwr:
  power_uw: 1270
  vdd_drop_max_mv: 1.01
  power_per_cell_area_nw_per_um2: 1660
  p_leak_uw: 0.000346
worst_setup_path:
  path_cells: "buf_6 -> nor4_4 -> o21a_1 -> buf_2"
  r2r_start: "bit_cnt[0]"
  r2r-end: "bit_cnt[1]"
  worstPathArrival_ns: 1.23
  worstSetupPathType: "flop to output port"
  endpoint_kind: "output port"
  r2r_setup_slack_ns: 0.31
  start_kind: "flop"
  slowest_delay_ns: 0.41
  slowest_stage: "dfrtp_1"
  ff2ff_path_depth: 3
  worst-path-max-fanout: 3
  cp.required_ns: 1.20
timing:
  fin_hold_ws_ns: 0.318
  slew_viol_final: 0
  setup_viol: 3
  max_slew_margin_pct: 75.9
  hold_viol: 0
  period_used_pct: 102
  rsz0062_at_grt: "yes"
  finalClockSkew_ns: 0.00769
  fmax_ghz: 0.653
  fin_crit_ns: 1.53
  fin_ws_ns: -0.0313
  worst_pin_slew_ns: 0.361
synthesis:
  synth_seq_share_pct: 49.1
  synthDistinctLibCells: 24
  synthCells: 37
  yosysCellCount: 37
  syn-cell-area_sq_um: 410
  yosys_warnings: 1
  ys_ff: 8
  ys_chip_area_sq_um: 410
  avgSynthCellArea_sq_um: 11.1
floorplan:
  core_area_sq_um: 3420
  dieArea_sq_um: 6400
  die_w_um: 80
  rows: 21
  fp-utilization_pct: 12.0
  die_h_um: 80
  boundaryPins: 15
cells_and_area:
  syn_to_final_growth_pct: 86.6
  logic_area_sq_um: 216
  mostFrequentLayoutCells: "15 x buf_4, 7 x clkdlybuf4s50_1, 6 x dfrtp_1"
  drive_gt1_share_pct: 47.9
  fillers: 380
  regArea_sq_um: 203
  lay_top_count: "buf_4"
run_status:
  status: "complete, but fails checks"
  violations: "negative setup slack"
place:
  dp_slack_ns: -0.477
  hpwlAfterDp_um: 845
  place.gp.congestion: 0.709
  port-buffer-count: 14
job:
  drv_cap: 0
  warnings: 27
hold_path:
  hold_path_class: "input port to asynchronous set/reset pin"
## sequential cells by signal, summed over array words and instances, names as in the netlist
| name | cells |
|---|---|
| bit_cnt | 4 |
| state | 4 |
## power by group
group	total, uW	switching, uW	internal [uW]
registers	431	106	325
logic	661	206	455
clock network	178	76.0	102
total	1270	388	882
## cell usage after synthesis, drive strengths merged
cell	instances	area share, %
nand4b	1	2.1
o21ai	2	2.4
a22o	1	2.1
buf	1	2.7
nand3	3	3.7
o21a	1	1.8
mux2	1	3.7
o22ai	1	1.5
dfrtp	7	43
nor2	3	4.0
xor2	1	2.1
ha	1	3.0
nand2	2	2.4
xnor2	2	4.3
a32o	1	2.4
nor4b	1	2.1
and3	1	1.5
inv	3	2.7
dfstp	1	6.4
nand3b	1	1.8
or3	1	2.7
nor4	1	1.5
## per-stage QoR
stage	cell area [sq um]	std cells	utilization (%)	TNS, ns
after global routing	766	117	22.4	-0.283
after detailed placement	679	107	19.9	-1.54
after floorplan	410	37	-	0
after global placement	679	107	19.9	-1.45
final	766	117	22.4	-0.0667
after CTS	733	114	21.5	-0.0916
## what timing repair did
item | CTS | global route
hold buffers | 0 | 0
resized | 21 | 2
hold endpoints to repair | 0 | 0
pin swaps | 5 | 2
setup endpoints to repair | 5 | 8
setup buffers | 3 | 3
## metal layers
layer	routed length, um	GRT usage (%)
met1	645	5.74
met3	184	3.18
met2	341	3.53
met4	0	0
met5	0	0
## how the worst max path moves through the flow
| stage | depth (start not counted) | from | slack [ns] | endpoint |
|---|---|---|---|---|
| after CTS | 4 | state[3] | -0.04 | err |
| after global routing | 4 | state[3] | -0.11 | err |
| final | 4 | state[3] | -0.03 | err |
## final cells by class
class	count	share of cell area, %
clock buffer	4	3.43
sequential	8	26.5
inverter	3	1.47
tap	46	7.52
timing repair buffer	31	32.8
multi-input combinational	25	28.3
## kinds of logic (layout without fill, tap and decap cells)
group	Yosys count	count (layout)	share of synthesized area, %
AND/OR/NAND/NOR	14	14	22.0
buffers and inverters	4	38	5.49
adder cells (fa/ha/maj)	1	1	3.05
AND-OR/OR-AND	6	6	10.4
XOR/XNOR	3	3	6.40
flip-flops	8	8	49.1
multiplexers	1	1	3.66
## critical path: cells and delay by family (launching register included)
kind            cells  cell delay (ns)
buf+inv             2             0.22
flops               1             0.41
compound gates      1             0.13
simple gates        1             0.23
Power is estimated from default activity; no workload was simulated.
